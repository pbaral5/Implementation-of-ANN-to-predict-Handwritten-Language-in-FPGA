==> /design/flow/design.v <==
`timescale 1ns / 1ps
module adder19(
input signed[18:0] a,
input signed[18:0] b,
output signed[19:0] s
    );
    assign s=a+b;
endmodule
==> /design/flow/run.sh <==
#!/bin/bash
# OpenROAD 26Q1-2900-gdf79404cd8, Yosys 0.63+post, stock flow scripts
make -C /OpenROAD-flow-scripts/flow DESIGN_CONFIG=/design/flow/config.mk WORK_HOME=/design/flow/orfs finish
==> /design/flow/config.mk <==
export PLATFORM = sky130hd
export DESIGN_NAME = adder19
export DESIGN_NICKNAME = adder19
export VERILOG_FILES = /design/flow/design.v
export SDC_FILE = /design/flow/constraint.sdc
export NUM_CORES = 4
export LEC_CHECK = 1
export CORE_AREA = 10 10 70 70
export DIE_AREA = 0 0 80 80
==> /design/flow/constraint.sdc <==
current_design adder19

set clk_period 12.8
set clk_io_pct 0.2

create_clock -name clk0 -period $clk_period

set non_clock_inputs [all_inputs -no_clocks]
set_input_delay [expr $clk_period * $clk_io_pct] -clock clk0 $non_clock_inputs
set_output_delay [expr $clk_period * $clk_io_pct] -clock clk0 [all_outputs]
==> summary.txt <==
Update from the flow run.

Setup repair after global routing left no endpoint under its margin. The report lists the number of standard-cell rows as 21. The routed design ends up with an antenna cell count of 0. The final hold violation count recorded for this run is 0. The share of final-layout standard cells stronger than drive strength 1 is 3.17%.

The min-delay analysis places its worst path in the category in2out. Across every metal layer, demand over resource in global routing totals under 10%. The critical path's slowest stage uses the library cell clkdlybuf4s50_1. The critical path arrival is a little over 5000 ps. The script reports the combined buffer and inverter count of the critical path as 2.

The largest net degree at the start of global routing is 8. The chip occupies 6400 um^2. For reference, the most critical setup path is categorized as in2out. The final-report max-slew violation count is 0. The worst slew margin relative to its limit is 79.4%.

In the hold report, the worst path ends at s[0]. The final setup slack of the worst path is 5120 ps. The final timing report counts setup violations totalling 0.

The power report lists cell-internal power as between 50 and 60 uW. Dividing the detail-routed via count by the number of cells gives 5.00. The total via count in the routed design is 1174.

Synthesis produced 133 cells. Per STA, the worst path is made up of clkdlybuf4s50_1 > ha_1 > fa_1 > a21o_1 > nand3_1 > o221ai_1 > a22o_1 > o41ai_2 > xnor2_1 > clkdlybuf4s50_1. The number of DRC markers in iteration 0 is 44.

Per the post-place timing report, worst setup slack is roughly 5100 ps. The total global routing overflow is 0. The number of clock buffer instances in the layout is 0. The count of cells along the worst hold path is 3. Per STA, the worst path accumulates the most delay in the family buffers and inverters. The number of nets with antenna violations after routing is 0. The peak supply drop is 26.8 uV. The fmax is 130 MHz.

In this run the horizontal extent of the chip is 80 um. The global-route wire length before repair is 5040 um. The cell area after synthesis is 972 um^2. The script extracted a total leakage power of between 0.6 and 0.7 nW. The script extracted a net switching power of 32.4 uW. The initial antenna violation count is 0. The final layout contains routed wiring with a total length of 3070 um. At the pin with the least slew margin, the transition time is just over 300 ps. The post-layout minimum cycle time is between 7000 and 8000 ps. The flow ran to the end, and the final reports show no timing, DRC or antenna violations. After synthesis, the chip area reported by Yosys is 972 um^2.

The power per cell area is around 53 nW/um^2. The highest cell delay on the worst timing path is 490 ps. In this run the most critical hold path is launched from b[0]. The combinational power share is 100.0%.

The final power report lists total power as between 80 and 90 uW. In this run the tools logged warnings totalling 32. The number of global-route vias before repair is 1168. The final-layout setup total negative slack is 0 ps. The number of cells after detailed placement is 235. In this run the vertical extent of the chip is roughly 80 um.

According to the dpl log, the detail-placed design has an HPWL of 2750 um. The average footprint of a synthesized cell is 7.31 um^2. The part of the Yosys area used for sequential elements is 0%. In this run the post-CTS setup repair buffer count came out at 0. The core area is 3420 um^2. The switching fraction of total power is roughly two fifths.

The total I/O pin count is slightly below 60. The tally of buffers added on design ports is 58. The combined flip-flop and latch cell area is 0 um^2. The startpoint type of the worst setup path is an input pin. The number of warnings reported in the yosys synthesis log is 0. Between the synthesized netlist and the finished layout, the area growth was recorded as 64.7%. STA classifies the critical path endpoint as an output pin. The synth_stat.txt file lists the number of cells as around 130.

The number of sequential cells reported for the layout is 0. The worst-path maximum fanout is 3. After clock tree synthesis, the repair step resized 0 gates.

The post-cts hold-fix buffer tally is 0. The per-cell routed wire length is between 10 and 15 um. The top cell types in the final layout, fill and taps aside, are clkdlybuf4s50_1 (58), ha_1 (19), a21oi_1 (15).

The starting density of the core is roughly 28%. The proportion of power drawn by the clock network is 0%. Per STA, the library cell used most along the worst path is clkdlybuf4s50_1. Looking at the power breakdown, sequential logic takes 0% of the total. The worst path uses between 50% and 60% of the clock period. The count of cells in the finished layout, fillers not included, comes to 235. The top cell type in the final layout, fill and taps aside, is clkdlybuf4s50_1.

The required time of the critical path is approximately 10000 ps. The number of library cell types mapped by synthesis is 35. The weighted congestion reported at the end of routability-driven placement is 0.825. The number of max-capacitance violations reported is 0. The DRC violation total left in the routed layout is recorded as 0.

The first detailed-routing pass ran for 4 iterations.
-- worst max path at each step --
stage	from	end	slack, ps	cells past startpoint
after global routing	a[0]	s[12]	4960	10
after CTS	a[0]	s[12]	5110	10
final	a[0]	s[12]	5120	10
-- power by group through the flow --
| stage | registers, mW | logic [mW] | clock network [mW] |
|---|---|---|---|
| CTS | 0 | 0.0869 | 0 |
| global route | 0 | 0.0951 | 0 |
| finish | 0 | 0.0852 | 0 |
-- layer usage --
metal  track usage (%)  part of all wire, %  vias up
li1                  -                    -      615
met1              12.5                   47      513
met2              14.4                   43       44
met3              2.73                  9.5        2
met4                 0                 0.20        0
met5                 0                    0        -
-- cell type report --
class,count,area [um^2]
Multi-Input combinational cell,125,941
Timing Repair Buffer,58,581
Tap cell,46,57.6
Fill cell,335,1810
Inverter,6,22.5
-- synth_stat cells --
master	instances	area [um^2]
nand3_1	5	25.0
o21ai_0	6	30.0
and2_1	2	12.5
ha_1	19	238
fa_1	1	20.0
a211o_1	2	17.5
xor2_1	7	61.3
o41ai_2	1	16.3
o31ai_1	1	7.51
a21oi_1	15	75.1
a22o_1	2	17.5
clkbuf_2	1	5.00
nand2_1	10	37.5
o221ai_1	1	8.76
nor3_1	2	10.0
o21ai_1	1	5.00
inv_1	6	22.5
xnor2_1	9	78.8
a21oi_2	2	17.5
nand4_1	3	18.8
a21o_1	10	75.1
a311oi_1	1	8.76
a31oi_1	3	18.8
a211oi_2	1	12.5
buf_1	1	3.75
or2_1	1	6.26
a211oi_1	1	7.51
o21a_1	1	7.51
nand2b_1	2	12.5
o311ai_2	1	16.3
a21boi_0	1	7.51
o31ai_2	1	12.5
and3_1	1	6.26
o21bai_1	2	15.0
nor2_1	10	37.5
-- logic make-up (layout without fill, tap and decap cells) --
logic type               Yosys count  in the layout  share of synthesized area (%)
buffers and inverters              8             64                           3.22
AND-OR/OR-AND                     53             53                           38.7
AND/OR/NAND/NOR                   36             36                           17.1
adder cells (fa/ha/maj)           20             20                           26.5
XOR/XNOR                          16             16                           14.4
-- through the flow --
step / hold WS (ps) / utilization (%) / cell area (um^2)
2_1_floorplan: 5190 / - / 972
6_report: 6160 / 46.9 / 1600
5_1_grt: 6190 / 46.9 / 1600
3_5_place_dp: 6160 / 46.9 / 1600
3_3_place_gp: 6150 / 46.9 / 1600
4_1_cts: 6170 / 46.9 / 1600
No activity file was given, so power comes from the tool's default toggle rates.
