$ cat run.sh
#!/bin/bash
# OpenROAD 26Q1-2900-gdf79404cd8, Yosys 0.63+post, stock flow scripts
make -C /OpenROAD-flow-scripts/flow DESIGN_CONFIG=/design/flow/config.mk WORK_HOME=/design/flow/orfs finish
$ cat config.mk
export PLATFORM = sky130hd
export DESIGN_NAME = adder18
export DESIGN_NICKNAME = adder18
export VERILOG_FILES = /design/flow/design.v
export SDC_FILE = /design/flow/constraint.sdc
export NUM_CORES = 4
export LEC_CHECK = 1
export CORE_AREA = 10 10 83 83
export DIE_AREA = 0 0 93 93
$ cat constraint.sdc
current_design adder18

set clk_period 8.8
set clk_io_pct 0.2

create_clock -name clk0 -period $clk_period

set non_clock_inputs [all_inputs -no_clocks]
set_input_delay [expr $clk_period * $clk_io_pct] -clock clk0 $non_clock_inputs
set_output_delay [expr $clk_period * $clk_io_pct] -clock clk0 [all_outputs]
$ cat design.v
`timescale 1ns / 1ps
module adder18(
input signed[17:0] a,
input signed[17:0] b,
output signed[18:0] s
    );
    assign s=a+b;
endmodule
==> changes_impl.md <==
## Flow update

- Die Width: 93 um
- First-pass GRT wire length: 4700 um
- Rel. slew slack: 71.7%
- Hold Path Sink: s[0]
- Post-DP HPWL: 2540 um
- Synth Instances: 113
- Core area: 5140 um^2
- Crit-path max FO: 2
- Status: complete, no violations
- Die height: 93 um
- Xor/xnor share: 16.0%
- Max Clk Rate: 163 MHz
- Yosys top cell by instances: ha_1
- Switching share of power: 36.4%
- Routed WL: 2820 um
- Crit path largest cell delay: 0.50 ns
- Final worst path period share: 69.9%
- Initial DRC count: 21
- RSZ-0062 raised after global routing: false
- # Cells Yosys: 113
- Total power: 114 uW
- GPL Wtd Cong: 0.820
- CP startpoint kind: primary input
- I/O Pins: 55
- Residual DRC count: 0
- Clock buf count: 0
- Cts hold-fix bufs: 0
- Hold crit path type: primary input to output pin
- Largest net degree at the start of global routing: 7
- P_leak: 0.000622 uW
- Final Hold Violation Tally: 0
- Required time of the worst setup path: 7.04 ns
- Cell Type Count: 29
- Number of global-route vias before repair: 1046
- PD cells: 75.4 nW/um^2
- Die area: 8650 um^2
- Final core utilization: 29.4%
- Max-Cap Viols: 0
- Kind of critical path: primary input to output pin
- Final setup vio count: 0
- Worst Tran Pin Value: 0.423 ns
- Syn Area/Cell: 7.73 um^2
- DR vias: 988
- Pre-CTS setup slack: 2.64 ns
- Ys Warns: 0
- Pre-antenna DRT Iters: 4
- CP Capture Type: output pin
- Number of cell rows: 26
- Crit-path most repeated cell: clkdlybuf4s50_1
- Yosys aoi share: 36.4%
- Flops: 0
- # Post-CTS Setup Buffers: 0
- Final WS setup: 2.65 ns
- Synthesized area: 873 um^2
- Critical path arrival: 4.39 ns
- Setup TNS Final: 0 ns
- Top delay family on crit path: buffers and inverters
- Port bufs: 55
- Wirelength per Cell: 11.8 um
- Hold Crit Depth: 3
- Biggest area cells: ha_1 26%, xnor2_1 10%, a21oi_1 6.3%, xor2_1 6.0%, a21o_1 5.2%
- Gr usage total: 6.38%
- OpenROAD warning count: 32
- Seq. cell area: 0 um^2
- Share of power burned in registers: 0%
- Synth logic family: AND-OR/OR-AND gates
- Initial antenna violation count: 0
- Fp util: 17.0%
- Layout cells sized above 1: 5.95%
- Critical path, cell by cell: clkdlybuf4s50_1 > ha_1 > inv_1 > fa_1 > nand2b_1 > a21oi_2 > o2111ai_2 > o21ai_1 > a221oi_2 > xnor2_1 > clkdlybuf4s50_1
- Mux cell area share: 0%
- CTS resizes: 0
- P_sw: 41.6 uW
- Area grow syn2layout: 73.1%
- Total grt overflow: 0
- Final ANT Viol Nets: 0
- CP max stage cell: clkdlybuf4s50_1
- CP startpoint: a[0]
- Comb pwr share: 100.0%
- Top-area cell share: 25.8%
- Top cells by count, synth: 18 x ha_1, 11 x a21oi_1, 10 x nor2_1, 10 x xnor2_1, 8 x nand2_1
- Synthesized-area fraction occupied by adder cells: 28.1%
- Simple-Gate Fraction of Synth Area: 16.5%
- WP buf/inv: 3
- Vias per inst: 4.15
- Fin. max-slew vios: 0
- Ant diodes: 0
- Synth area leader: ha_1
- Period minus WS final: 6.15 ns
- Synth Seq Share: 0%
- IR Drop Worst-Case VDD: 0.0000295 V
- Clk network pwr share: 0%
- Yosys stat area: 873 um^2
- HP Start: b[0]
- P_int: 72.5 uW
-- worst max-delay path by stage --
stage     endpoint  depth (start not counted)
6_report     s[16]                         11
4_1_cts      s[16]                         11
5_1_grt      s[16]                         11
-- cells by family (layout without fill, tap and decap cells) --
logic type                 after synthesis  after routing
AOI/OAI and AO/OA                       41             41
xor gates and xnor gates                16             16
buffers and inverters                    7             62
and+or+nand+nor                         30             30
adders and majority gates               19             19
-- per-layer routing --
metal / track usage (%) / vias to the layer above / wire [um]
li1: - / 528 / -
met1: 8.52 / 427 / 1360
met2: 10.3 / 33 / 1210
met3: 2.26 / 0 / 252
met4: 0 / 0 / 0
met5: 0 / - / 0
-- power by group through the flow --
| stage | Combinational [uW] | Clock, uW | Sequential [uW] |
|---|---|---|---|
| after global routing | 128 | 0 | 0 |
| after CTS | 117 | 0 | 0 |
| final | 114 | 0 | 0 |
-- cells in the final DEF, fill, tap and decap left out, types with 2 or more instances in the layout --
cell type,instances
xnor2_1,10
ha_1,18
nand2b_1,4
a211oi_1,2
o21ai_0,4
inv_1,7
o211ai_1,2
a21oi_1,11
nor2b_1,3
a21oi_2,4
clkdlybuf4s50_1,55
nand2_1,8
nand4_1,2
o21bai_1,2
nor2_1,10
xor2_1,6
a21o_1,6
a31oi_1,2
-- stage by stage --
| stage | instance area, um^2 | hold slack, ns | std cells |
|---|---|---|---|
| CTS | 1510 | 4.58 | 238 |
| global route | 1510 | 4.63 | 238 |
| detailed placement | 1510 | 4.57 | 238 |
| global placement | 1510 | 4.57 | 238 |
| finish | 1510 | 4.56 | 238 |
| floorplan | 873 | 3.59 | 113 |
-- cell type report --
class                      instances  area, um^2
fill                             580        3630
inverter                           7        26.3
multi-input combinational        106         847
tap                               70        87.6
timing repair buffer              55         551
Power figures rest on the tool's default switching activity, not on a simulated workload.
