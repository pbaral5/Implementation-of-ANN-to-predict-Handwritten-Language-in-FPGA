## ./design.v

```verilog
`timescale 1ns / 1ps
module acc(
input [19:0] din,
input [7:0] b,
input clk,
input rst,
output [21:0] dout
    );
reg[21:0] accReg,muxout;
reg[21:0] dout;
wire sel,en;
wire[21:0] b_ext,sum;
adder22 u1(din,muxout,sum);
acc_control u2(clk,rst,sel,en);
assign b_ext = {{14{b[7]}},b};
always @(posedge clk) begin
if(en)
    dout<=sum;
 end
 always @(posedge clk)
 accReg<=sum;
 always@(*) begin
 if(sel)
    muxout = b_ext;
 else
    muxout = accReg;
 end
endmodule
`timescale 1ns / 1ps
module acc_control(
input clk,
input rst,
output sel,
output en
    );
   reg[1:0] next_state,curr_state;
   parameter s1 = 2'b00;
   parameter s2 = 2'b01;
   parameter s3 = 2'b10;
   parameter s4 = 2'b11;
   always@(posedge clk) begin
   if(rst)
    curr_state = s1;
    else
     curr_state = next_state;
      end
    always@(curr_state) begin
    case(curr_state)
        s1:next_state = s2;
        s2:next_state = s3;
        s3:next_state = s4;
        s4:next_state = s1;
     endcase
     end
     assign sel = (curr_state == s1)? 1'b1:1'b0;
     assign en = (curr_state == s4)? 1'b1:1'b0;
endmodule
`timescale 1ns / 1ps
module adder22(
    input signed[19:0] a,
    input signed[21:0] b,
    output signed[22:0] s
    );
    assign s=a+b;
endmodule
```

## ./run.sh

```bash
#!/bin/bash
# OpenROAD 26Q1-2900-gdf79404cd8, Yosys 0.63+post, stock flow scripts
make -C /OpenROAD-flow-scripts/flow DESIGN_CONFIG=/design/flow/config.mk WORK_HOME=/design/flow/orfs finish
```

## ./config.mk

```make
export PLATFORM = sky130hd
export DESIGN_NAME = acc
export DESIGN_NICKNAME = acc
export VERILOG_FILES = /design/flow/design.v
export SDC_FILE = /design/flow/constraint.sdc
export NUM_CORES = 4
export LEC_CHECK = 1
export CORE_UTILIZATION = 50
```

## ./constraint.sdc

```tcl
current_design acc

set clk_period 13.7
set clk_io_pct 0.2

create_clock -name clk0 -period $clk_period [get_ports {clk}]

set non_clock_inputs [all_inputs -no_clocks]
set_input_delay [expr $clk_period * $clk_io_pct] -clock clk0 $non_clock_inputs
set_output_delay [expr $clk_period * $clk_io_pct] -clock clk0 [all_outputs]
```

==> results.txt <==
run results: DRC viols=0, area grow syn2layout=28.4%, DR pass1 iterations=4, CTS resizes=0, cycle use final=39.8%, total I/O pin count=between 50 and 60, Max IR drop VDD=89.7 µV, All-Layer GR Usage=18.5%, Pleak=1.31 nW, Cells after Synth=228, max_cap viols=0, post-layout minimum cycle time=5.45 ns, initial antenna violation count=0, number of DRC markers in iteration 0=103, Final Skew=0.00648 ns, Worst-path clk slew=0.09 ns, vias in the first global route=1711, layout cell share with drive strength beyond 1=under 10%, clk latency of the worst-skew pair=0.29 ns, tool warnings=26, Root Driver=clkbuf_8, WHS=0.447 ns, Mapped Area=around 2400 µm², Critical Path Fanout Max=15, grt total ovfl=0, Core Area=around 4500 µm², hold_buf cts=0, synth warn=3, cell breakdown of the critical path=clkdlybuf4s50_1, nand2_1, o21ai_0, ha_1, a21oi_1, o21bai_1, o311ai_2, a21oi_1, a221o_1, a21oi_2, xnor2_1, Placed Instance Area=about 3000 µm², Pwr Total=0.000498 W, unrepaired setup endpoints after global routing=false, Yosys cell types=35, Post-synth EDFFs=22, measured slew at the worst slew-check pin=about 0.46 ns, fillers=364, HP Class=flop to flop, most numerous cell in the Yosys netlist=dfxtp_1, Clock Sinks=between 40 and 50, vias per cell=5.29, Max stage delay cell, worst path=a221o_1, final hold violation count=0, Avg Cell Area, Syn=around 11 µm², CTS max path bufs=2, Synth flops=48, DR vias=around 1800, diode count=0, Pwr per Cell Area=160 nW/µm², Cell area leaders=edfxtp_1, dfxtp_1, ha_1, outcome=finished clean, Reg area=1180 µm², Highest Clock Rate=183 MHz, antenna-violating nets left=0, placer congestion estimate=0.869, Required @ worst endpoint=roughly 14 ns, Die H=71.7 µm, DIE AREA=5140 µm², max-slew headroom at the worst pin=69.2%, first-pass GRT wire length=around 7200 µm, floorplan core density=53.9%, DP HPWL=3230 µm, # rows=24, largest net degree at the start of global routing=24, Chip Area, Yosys=2430 µm², max-slew violation count=0, WS Path Type=primary input to flop, # setup viols final=0, Synth Seq Share=48.6%, logic area=1150 µm², cell taking the most area after synthesis=edfxtp_1, Crit. End Element=flop, Critical Path Max Stage Delay=0.41 ns, Final TNS setup=0 ns, fin area=3120 µm², die extent in x=a little over 70 µm, Setup Fix Bufs, Post-CTS=0, CP dominant cell by count=a21oi_1, Total Wirelength=4300 µm, crit path DAT=between 5 and 6 ns, Main synth FF type=dfxtp_1, async set or reset register ratio after synthesis=0%, I/O Buffers=roughly 50, WL/cell=~13 µm, # H-tree levels=2, ys cells=228, Synth top cells by count=dfxtp_1, inv_1, edfxtp_1, area share, top type=approximately 27%, CTS tree=built, Num CTS Buffers=5, CP Launch Type=primary input
==> worst max-delay path: cells and delay by family <==
family,cells,cell delay (ns)
AOI/OAI and AO/OA,7,1.54
buffers and inverters,1,0.40
adders and majority gates,1,0.38
and+or+nand+nor,1,0.35
xor gates and xnor gates,1,0.08
==> area by class of cell <==
cell class	instances	area share, %
sequential	48	37.9
multi-input combinational	154	36.9
timing repair buffer	53	16.8
inverter	23	2.77
clock buffer	5	2.21
tap	52	2.09
clock inverter	3	1.36
==> cells in the final DEF (no fill, tap or decap), types with 2 or more instances in the layout <==
cell	instances
a21o_1	8
a221o_1	2
o21ai_0	19
nand2b_1	2
dfxtp_1	26
o21ai_1	3
xnor2_1	13
a211oi_1	2
nor2_1	9
nor2b_1	4
mux2_2	6
buf_4	2
a21oi_1	19
a21oi_2	2
clkdlybuf4s50_1	51
inv_1	23
edfxtp_1	22
o21bai_1	3
clkbuf_8	5
nor3_1	4
ha_1	21
xor2_1	8
nand3_1	4
nand2_1	11
o211ai_1	2
==> flip-flops by register name (all words and copies together) (netlist names) <==
register,flops
accReg,22
dout,22
u2.curr_state,4
==> cell families after synthesis <==
| kind of cell | share of synthesized area (%) |
|---|---|
| adders and majority gates | 11.6 |
| AOI/OAI and AO/OA | 17.1 |
| muxes | 3.19 |
| and+or+nand+nor | 7.83 |
| DFF | 48.6 |
| buffers and inverters | 4.02 |
| xor gates and xnor gates | 7.57 |
==> stage by stage <==
step / util, % / cells / setup WS [ns]
2_1_floorplan: - / 228 / 8.75
3_3_place_gp: 66.8 / 330 / 7.98
3_5_place_dp: 66.8 / 330 / 7.95
4_1_cts: 69.3 / 338 / 8.26
5_1_grt: 69.3 / 338 / 8.10
6_report: 69.3 / 338 / 8.25
==> worst paths after layout <==
check	startpoint	end	slack [ns]	cells past startpoint
max	b[7]	dout[17]$_DFFE_PP_	8.25	11
min	u2.curr_state[2]$_DFF_P_	u2.curr_state[1]$_DFF_P_	0.45	1
max reg2reg	u2.curr_state[0]$_DFF_P_	dout[17]$_DFFE_PP_	10.48	10
min reg2reg	u2.curr_state[2]$_DFF_P_	u2.curr_state[1]$_DFF_P_	0.45	1
==> power by group <==
part	internal, W	total, W	switching, W
clock	0.0000540	0.0000987	0.0000448
sequential	0.000201	0.000210	0.00000874
combinational	0.0000879	0.000190	0.000102
total	0.000343	0.000498	0.000155
==> per-layer routing <==
layer	vias up	share of wire, %	global-route usage [%]
met5	-	0	0
met3	2	4.7	3.42
met1	820	47	28.3
li1	918	-	-
met2	49	48	30.3
met4	0	0.49	1.74
Power is estimated from default activity; no workload was simulated.
